**design/flow/config.mk**
```make
export PLATFORM = sky130hd
export DESIGN_NAME = matrix_multiplier
export DESIGN_NICKNAME = matrix_multiplier
export VERILOG_FILES = /design/flow/design.v
export SDC_FILE = /design/flow/constraint.sdc
export NUM_CORES = 4
export LEC_CHECK = 1
export CORE_AREA = 10 10 588 588
export DIE_AREA = 0 0 598 598
```
**design/flow/constraint.sdc**
```tcl
current_design matrix_multiplier

set clk_period 23.4
set clk_io_pct 0.2

create_clock -name clk0 -period $clk_period [get_ports {clk}]

set non_clock_inputs [all_inputs -no_clocks]
set_input_delay [expr $clk_period * $clk_io_pct] -clock clk0 $non_clock_inputs
set_output_delay [expr $clk_period * $clk_io_pct] -clock clk0 [all_outputs]
```
**design/flow/design.v**
```verilog
module matrix_multiplier (
    clk, rst, start, matrix_a, matrix_b, done, result_c
);
    parameter DATA_WIDTH = 8;
    parameter M = 8;  
    parameter N = 8;  
    parameter P = 8;  
    input clk;
    input rst;
    input start;
    input [M*N*DATA_WIDTH-1:0] matrix_a;
    input [N*P*DATA_WIDTH-1:0] matrix_b;
    output reg done;
    output reg [M*P*DATA_WIDTH-1:0] result_c;
    parameter C_DATA_WIDTH = 2 * DATA_WIDTH + 4;
    reg [C_DATA_WIDTH-1:0] sum;
    parameter S_IDLE = 2'b00;
    parameter S_CALC = 2'b01;
    parameter S_DONE = 2'b10;
    reg [1:0] state, next_state;
    reg [2:0] i;   
    reg [2:0] j;
    reg [2:0] k;
    reg signed [DATA_WIDTH-1:0] a_val, b_val;
    reg signed [DATA_WIDTH-1:0] c_array [0:M*P-1];
    wire [5:0] a_index;  
    wire [5:0] b_index;
    wire [5:0] c_index;
    integer init_idx;
    integer pack_idx;
    assign a_index = i * N + k;
    assign b_index = k * P + j;
    assign c_index = i * P + j;
    always @(*) begin
        a_val = matrix_a[(a_index * DATA_WIDTH) +: DATA_WIDTH];
        b_val = matrix_b[(b_index * DATA_WIDTH) +: DATA_WIDTH];
    end
    always @(posedge clk or posedge rst) begin
        if (rst) begin
            state <= S_IDLE;
        end else begin
            state <= next_state;
        end
    end
    always @(*) begin
        next_state = state;
        done = 1'b0;
        case (state)
            S_IDLE: begin
                if (start) begin
                    next_state = S_CALC;
                end
            end
            S_CALC: begin
                if (i == M-1 && j == P-1 && k == N-1) begin
                    next_state = S_DONE;
                end
            end
            S_DONE: begin
                done = 1'b1;
                next_state = S_IDLE;
            end
        endcase
    end
    always @(posedge clk or posedge rst) begin
        if (rst) begin
            i <= 0;
            j <= 0;
            k <= 0;
            sum <= 0;
            for (init_idx = 0; init_idx < M*P; init_idx = init_idx + 1) begin
                c_array[init_idx] <= 0;
            end
        end else begin
            if (state == S_CALC) begin
                if (k == 0) begin
                    sum <= $signed(a_val) * $signed(b_val);
                end else begin
                    sum <= sum + $signed(a_val) * $signed(b_val);
                end
                if (k == N-1) begin
                    c_array[c_index] <= sum + $signed(a_val) * $signed(b_val);
                end
                if (k < N - 1) begin
                    k <= k + 1;
                end else begin
                    k <= 0;
                    if (j < P - 1) begin
                        j <= j + 1;
                    end else begin
                        j <= 0;
                        if (i < M - 1) begin
                            i <= i + 1;
                        end else begin
                            i <= 0;
                        end
                    end
                end
            end else if (state == S_IDLE && start) begin
                i <= 0;
                j <= 0;
                k <= 0;
                sum <= 0;
            end
        end
    end
    always @(*) begin
        for (pack_idx = 0; pack_idx < M*P; pack_idx = pack_idx + 1) begin
            result_c[(pack_idx * DATA_WIDTH) +: DATA_WIDTH] = c_array[pack_idx];
        end
    end
endmodule
```
**design/flow/run.sh**
```bash
#!/bin/bash
# OpenROAD 26Q1-2900-gdf79404cd8, Yosys 0.63+post, stock flow scripts
make -C /OpenROAD-flow-scripts/flow DESIGN_CONFIG=/design/flow/config.mk WORK_HOME=/design/flow/orfs finish
```
==> tab_implementation.tex <==
% Yosys + OpenROAD metrics
\begin{tabular}{lr}
\hline
Metric & Value \\
\hline
\multicolumn{2}{l}{\textbf{Placement}} \\
\quad Port-buffer cells & 1539 \\
\quad HPWL Detailed & 229.7 mm \\
\quad RD Place Congestion & 0.9327 \\
\multicolumn{2}{l}{\textbf{Worst setup path}} \\
\quad Crit path required time & 23.96 ns \\
\quad Most frequent cell on the critical path & inv\_1 \\
\quad Count of cell instances traversed by the critical path & 22 \\
\quad Slowest cell on the critical path & xnor3\_4 \\
\quad Slack of the worst reg-to-reg path & 13.91 ns \\
\quad Buffer and inverter count on the worst path & 6 \\
\quad Cells on worst reg2reg path & 23 \\
\quad Terminus of the critical flop-to-flop path & c\_array[4][7] \\
\quad Crit-path max FO & 45 \\
\quad Crit. End Element & flip-flop \\
\quad Max stage delay on crit path & 0.73 ns \\
\quad Arrival time of the worst setup path & 11.77 ns \\
\quad Worst R2R Start & k[0] \\
\quad Termination of the worst setup path & c\_array[4][7] \\
\quad Critical path start-end classification & in2reg \\
\quad First element of the critical path & matrix\_a[59] \\
\quad Critical path, cell by cell & clkdlybuf4s50\_1 > mux4\_2 > mux2\_2 > a222oi\_1 > nand4\_1 > nor2\_1 > nor2\_1 > inv\_1 > fa\_1 > fa\_1 > inv\_1 > ha\_1 > inv\_1 > fa\_1 > inv\_1 > fa\_4 > a21o\_1 > a21oi\_1 > xnor2\_1 > xnor3\_4 > buf\_4 > a21oi\_1 \\
\quad Kind of cell adding the most delay to the critical path & adder cells \\
\quad Nature of the critical path startpoint & input pin \\
\multicolumn{2}{l}{\textbf{STA}} \\
\quad Worst-margin pin slew & 0.9689 ns \\
\quad Count of pins over their slew limit & 0 \\
\quad Tcrit/Tclk final & 0.4791 \\
\quad Worst slew margin & 0.3517 \\
\quad Worst-case clock skew & 0.07515 ns \\
\quad Total setup violations reported at the end of the flow & 0 \\
\quad Unrepaired setup endpoints after global routing & false \\
\quad Maximum clock rate & 89.20 MHz \\
\quad Setup TNS after final layout & 0 ns \\
\quad Fin. Hold Viols & 0 \\
\quad Clock period minus worst slack & 11.21 ns \\
\multicolumn{2}{l}{\textbf{Yosys}} \\
\quad Synthesized-area fraction occupied by adder cells & 0.03544 \\
\quad Flip-flops with a built-in enable & 0 \\
\quad Ys cells & 2247 \\
\quad Proportion of synthesized chip area in sequential cells & 0.4426 \\
\quad Simple-gate portion of the synthesized area & 0.05590 \\
\quad Predominant post-synthesis flop cell & dfrtp\_1 \\
\quad Async S/R FF share, synth & 1.000 \\
\quad Distinct lib cells used & 66 \\
\quad Mux area share & 0.3556 \\
\quad Yosys stat area & 0.03008 mm² \\
\quad Combined area of all synthesized cells & 0.03008 mm² \\
\quad Flops out of synthesis & 532 \\
\quad Yosys warns & 2 \\
\quad Gate count after technology mapping & 2247 \\
\quad Synthesized-area fraction occupied by xor and xnor cells & 0.008194 \\
\quad AND-OR/OR-AND Cells, Area Fraction & 0.06268 \\
\quad Comb area leader & multiplexers \\
\quad Average cell area after synthesis & 13.39 µm² \\
\multicolumn{2}{l}{\textbf{Job}} \\
\quad Number of OpenROAD warnings & 29 \\
\quad Number of max-cap violations & 0 \\
\multicolumn{2}{l}{\textbf{Final layout}} \\
\quad Filler cells & 36640 \\
\quad Area Growth Syn to Fin & 78.31\% \\
\quad Ratio of cells with drive above 1 in the final layout & 0.2417 \\
\multicolumn{2}{l}{\textbf{Die}} \\
\quad Die Footprint & 0.3576 mm² \\
\quad Initial core utilization & 0.09029 \\
\quad Die Wd & 598 µm \\
\quad Core Rows & 212 \\
\quad I/O pin total & 1540 \\
\quad Height of the die & 598 µm \\
\quad Area of the core region & 0.3332 mm² \\
\multicolumn{2}{l}{\textbf{GRT}} \\
\quad Number of antenna violations at the first check in global routing & 150 \\
\quad Largest net degree at the start of global routing & 84 \\
\quad Global route overflow & 0 \\
\quad Vias in the first global route & 30000 \\
\quad Wire length of the first global-routing pass & 335.5 mm \\
\quad Overall routing resource usage & 0.1470 \\
\multicolumn{2}{l}{\textbf{Clock tree}} \\
\quad Post-CTS Repair Setup Buffers & 0 \\
\quad Longest Clk Path Bufs & 3 \\
\quad CTS Sinks & 532 \\
\quad Root buffer cell & clkbuf\_16 \\
\quad CTS H-Tree Depth & 2 \\
\quad CTS clock-pin slew for the worst setup and hold paths & 0.06 ns \\
\quad CTS tree & yes \\
\quad Total clock buffers created by CTS & 60 \\
\quad Cts hold-fix bufs & 0 \\
\quad Post\_cts resized & 0 \\
\quad Source-to-sink clock delay at the later pin of the worst-skew pair & 0.77 ns \\
\multicolumn{2}{l}{\textbf{Power}} \\
\quad Pwr per Cell Area & 53.86 mW/mm² \\
\quad VDD IR max & 155.1 µV \\
\quad Power after layout & 0.002889 W \\
\quad Static Leakage & 20.85 nW \\
\multicolumn{2}{l}{\textbf{Status}} \\
\quad Run status & completed \\
\multicolumn{2}{l}{\textbf{Routing}} \\
\quad Drc violations & 0 \\
\quad Via Count & 27510 \\
\quad Average vias per placed instance & 3.318 \\
\quad First-pass detailed-route iteration total & 5 \\
\quad Average wire length per cell after detail routing & 32.15 µm \\
\quad Detailed-route wire length & 266.5 mm \\
\quad Final antenna-violating net count & 0 \\
\quad DR iter-0 viols & 1309 \\
\multicolumn{2}{l}{\textbf{Hold path}} \\
\quad Worst min path class & reg2reg \\
\hline
\end{tabular}
-- cells by family after synthesis --
logic type	Yosys count
muxes	694
adders and majority gates	69
and+or+nand+nor	396
DFF	532
AOI/OAI and AO/OA	300
xor gates and xnor gates	23
buffers and inverters	233
-- registers in the layout, indices dropped and copies added (netlist names) --
register / flops
c_array: 512
sum: 8
i: 3
j: 3
k: 3
state: 3
-- layout make-up --
type | instances | area (µm²) | area share
Inverter | 62 | 240.2 | 0.004479
Clock inverter | 30 | 518.0 | 0.009658
Timing Repair Buffer | 1689 | 16530 | 0.3082
Tap cell | 4387 | 5489 | 0.1023
Antenna cell | 30 | 75.07 | 0.001400
Sequential cell | 532 | 13340 | 0.2487
Clock buffer | 77 | 1675 | 0.03124
Multi-Input combinational cell | 1482 | 15770 | 0.2940
-- per-layer routing --
metal / GRT usage / vias up / wire (µm)
met4: 0.01959 / 56 / 5395
li1: - / 11630 / -
met1: 0.1941 / 14050 / 112300
met3: 0.06438 / 286 / 28570
met5: 0 / - / 372
met2: 0.2305 / 1481 / 119900
-- worst min-delay path by stage --
stage	startpoint	endpoint	cells past startpoint
6_report	c_array[34][7]	c_array[34][7]	2
4_1_cts	state[1]	state[0]	1
5_1_grt	state[1]	state[0]	1
-- Yosys cell counts, types with 4 or more instances --
cell type / number / area share
buf_1: 7 / 0.00087
fa_1: 27 / 0.018
o31ai_1: 4 / 0.0010
mux4_2: 232 / 0.17
buf_4: 14 / 0.0035
a21oi_1: 125 / 0.021
nor2_1: 205 / 0.026
a22oi_1: 43 / 0.011
ha_1: 42 / 0.017
a211oi_1: 5 / 0.0012
o21ai_0: 49 / 0.0082
nor2b_1: 16 / 0.0033
mux2_2: 379 / 0.14
o22ai_1: 7 / 0.0015
buf_2: 23 / 0.0038
nand2b_1: 5 / 0.0010
nand3_1: 21 / 0.0035
dfrtp_1: 531 / 0.44
a22o_1: 7 / 0.0020
a31oi_1: 4 / 0.00083
a221oi_1: 7 / 0.0020
or3_1: 4 / 0.00083
a21o_1: 7 / 0.0017
a21oi_2: 4 / 0.0012
o21ai_2: 8 / 0.0023
mux2i_1: 60 / 0.020
nand2_1: 107 / 0.013
buf_6: 20 / 0.0075
or2_2: 8 / 0.0017
o221ai_1: 4 / 0.0012
clkbuf_1: 101 / 0.013
mux4_1: 23 / 0.020
inv_1: 58 / 0.0072
and2_1: 13 / 0.0027
a221o_1: 5 / 0.0017
xnor2_1: 15 / 0.0044
xor2_1: 5 / 0.0015
nor3_1: 5 / 0.00083
-- tightest hold or removal path: cells and delay by family, from the launching register on --
family	cells	cell delay (ns)
AND-OR/OR-AND	1	0.05
flip-flops	1	0.34
AND/OR/NAND/NOR	1	0.06
-- cells in the final DEF (no fill, tap or decap), types with 26 or more instances in the layout --
cell type	count
diode_2	30
dfrtp_1	524
o21ai_0	49
clkdlybuf4s50_1	1539
buf_4	150
nor2_1	181
fa_1	26
mux4_2	232
mux2i_1	60
clkbuf_16	60
a22oi_1	43
a21oi_1	125
inv_1	57
nand2_1	107
ha_1	38
mux2_2	379
-- through the flow --
| step | cell area, µm² | std cells | worst slack (ns) | hold slack, ns | util |
|---|---|---|---|---|---|
| 6_report | 53640 | 8289 | 12.19 | 0.4769 | 0.1610 |
| 5_1_grt | 53580 | 8267 | 11.83 | 0.4910 | 0.1608 |
| 4_1_cts | 53560 | 8259 | 12.04 | 0.4807 | 0.1608 |
| 3_3_place_gp | 51370 | 8152 | 11.07 | 0.4518 | 0.1542 |
| 3_5_place_dp | 51370 | 8152 | 11.21 | 0.4563 | 0.1542 |
| 2_1_floorplan | 30080 | 2247 | 3.855 | 0.4054 | - |
-- report_power, final --
group | leakage, nW | switching [W] | internal (W)
Clock | 1.06 | 0.000441 | 0.000620
Sequential | 6.55 | 0.00000143 | 0.000922
Combinational | 13.2 | 0.000594 | 0.000309
Total | 20.8 | 0.00104 | 0.00185
Power is estimated from default activity; no workload was simulated.
