==> flow/design.v <==
module kogge_stone_adder_16bit (
    input [15:0] a,
    input [15:0] b,
    input cin,
    output [15:0] sum,
    output cout
);
    wire [15:0] g, p;
    wire [15:0] g_out, p_out;
    assign g = a & b;
    assign p = a ^ b;
    wire [15:0] g1, p1;
    assign g1[0] = g[0];
    assign p1[0] = p[0];
    genvar i;
    generate
        for (i = 1; i < 16; i = i + 1) begin : level1
            assign g1[i] = g[i] | (p[i] & g[i-1]);
            assign p1[i] = p[i] & p[i-1];
        end
    endgenerate
    wire [15:0] g2, p2;
    assign g2[1:0] = g1[1:0];
    assign p2[1:0] = p1[1:0];
    generate
        for (i = 2; i < 16; i = i + 1) begin : level2
            assign g2[i] = g1[i] | (p1[i] & g1[i-2]);
            assign p2[i] = p1[i] & p1[i-2];
        end
    endgenerate
    wire [15:0] g3, p3;
    assign g3[3:0] = g2[3:0];
    assign p3[3:0] = p2[3:0];
    generate
        for (i = 4; i < 16; i = i + 1) begin : level3
            assign g3[i] = g2[i] | (p2[i] & g2[i-4]);
            assign p3[i] = p2[i] & p2[i-4];
        end
    endgenerate
    wire [15:0] g4, p4;
    assign g4[7:0] = g3[7:0];
    assign p4[7:0] = p3[7:0];
    generate
        for (i = 8; i < 16; i = i + 1) begin : level4
            assign g4[i] = g3[i] | (p3[i] & g3[i-8]);
            assign p4[i] = p3[i] & p3[i-8];
        end
    endgenerate
    wire [16:0] carry;
    assign carry[0] = cin;
    assign carry[1] = g4[0] | (p4[0] & cin);
    generate
        for (i = 1; i < 16; i = i + 1) begin : carry_gen
            assign carry[i+1] = g4[i] | (p4[i] & carry[1]);
        end
    endgenerate
    assign sum = p ^ carry[15:0];
    assign cout = carry[16];
endmodule
module booth_encoder (
    input [2:0] booth_bits,
    output reg add_a,
    output reg add_2a,
    output reg sub_a,
    output reg sub_2a
);
    always @(*) begin
        case (booth_bits)
            3'b000, 3'b111: begin add_a = 0; add_2a = 0; sub_a = 0; sub_2a = 0; end
            3'b001, 3'b010: begin add_a = 1; add_2a = 0; sub_a = 0; sub_2a = 0; end
            3'b011:         begin add_a = 0; add_2a = 1; sub_a = 0; sub_2a = 0; end
            3'b100:         begin add_a = 0; add_2a = 0; sub_a = 0; sub_2a = 1; end
            3'b101, 3'b110: begin add_a = 0; add_2a = 0; sub_a = 1; sub_2a = 0; end
            default:        begin add_a = 0; add_2a = 0; sub_a = 0; sub_2a = 0; end
        endcase
    end
endmodule
module wallace_tree_8x8 (
    input signed [7:0] multiplicand,
    input signed [7:0] multiplier,
    output [15:0] product
);
    wire [17:0] pp[3:0];  
    wire [2:0] booth_bits[3:0];
    wire add_a[3:0], add_2a[3:0], sub_a[3:0], sub_2a[3:0];
    assign booth_bits[0] = {multiplier[1:0], 1'b0};
    assign booth_bits[1] = multiplier[3:1];
    assign booth_bits[2] = multiplier[5:3];
    assign booth_bits[3] = multiplier[7:5];
    genvar i;
    generate
        for (i = 0; i < 4; i = i + 1) begin : booth_enc
            booth_encoder be (
                .booth_bits(booth_bits[i]),
                .add_a(add_a[i]),
                .add_2a(add_2a[i]),
                .sub_a(sub_a[i]),
                .sub_2a(sub_2a[i])
            );
        end
    endgenerate
    generate
        for (i = 0; i < 4; i = i + 1) begin : pp_gen
            wire [8:0] mult_1x = {multiplicand[7], multiplicand};  
            wire [9:0] mult_2x = {multiplicand[7], multiplicand, 1'b0};  
            wire [17:0] pp_base_1x, pp_base_2x;
            wire [17:0] pp_neg;
            assign pp_base_1x = {{9{mult_1x[8]}}, mult_1x} << (i*2);
            assign pp_base_2x = {{8{mult_2x[9]}}, mult_2x} << (i*2);
            wire [17:0] pp_selected;
            assign pp_selected = add_a[i] ? pp_base_1x :
                                add_2a[i] ? pp_base_2x :
                                (sub_a[i] | sub_2a[i]) ? (sub_a[i] ? pp_base_1x : pp_base_2x) :
                                18'b0;
            assign pp_neg = ~pp_selected + 1'b1;
            assign pp[i] = (sub_a[i] | sub_2a[i]) ? pp_neg : pp_selected;
        end
    endgenerate
    wire [17:0] s1, c1;
    wire [17:0] remaining;
    assign s1 = pp[0] ^ pp[1] ^ pp[2];
    assign c1 = (pp[0] & pp[1]) | (pp[0] & pp[2]) | (pp[1] & pp[2]);
    assign remaining = pp[3];
    wire [17:0] s2, c2;
    assign s2 = s1 ^ remaining ^ (c1 << 1);
    assign c2 = (s1 & remaining) | (s1 & (c1 << 1)) | (remaining & (c1 << 1));
    wire [15:0] final_sum;
    wire cout;
    wire [17:0] c2_shifted = c2 << 1;
    kogge_stone_adder_16bit final_add (
        .a(s2[15:0]),
        .b(c2_shifted[15:0]),
        .cin(1'b0),
        .sum(final_sum),
        .cout(cout)
    );
    assign product = final_sum;
endmodule
module mac_unit (
    input clk,
    input rst,
    input signed [7:0] a,
    input signed [7:0] b,
    input signed [15:0] acc_in,
    output reg signed [15:0] acc_out
);
    wire [15:0] mult_result;
    wire [15:0] add_result;
    wire cout;
    wallace_tree_8x8 multiplier (
        .multiplicand(a),
        .multiplier(b),
        .product(mult_result)
    );
    kogge_stone_adder_16bit accumulator (
        .a(acc_in),
        .b(mult_result),
        .cin(1'b0),
        .sum(add_result),
        .cout(cout)
    );
    always @(posedge clk or posedge rst) begin
        if (rst) begin
            acc_out <= 16'sd0;
        end else begin
            acc_out <= add_result;
        end
    end
endmodule
==> flow/run.sh <==
#!/bin/bash
# OpenROAD 26Q1-2900-gdf79404cd8, Yosys 0.63+post, stock flow scripts
make -C /OpenROAD-flow-scripts/flow DESIGN_CONFIG=/design/flow/config.mk WORK_HOME=/design/flow/orfs finish
==> flow/config.mk <==
export PLATFORM = sky130hd
export DESIGN_NAME = mac_unit
export DESIGN_NICKNAME = mac_unit
export VERILOG_FILES = /design/flow/design.v
export SDC_FILE = /design/flow/constraint.sdc
export NUM_CORES = 4
export LEC_CHECK = 1
export CORE_UTILIZATION = 50
==> flow/constraint.sdc <==
current_design mac_unit

set clk_period 1.0
set clk_io_pct 0.2

create_clock -name clk0 -period $clk_period [get_ports {clk}]

set non_clock_inputs [all_inputs -no_clocks]
set_input_delay [expr $clk_period * $clk_io_pct] -clock clk0 $non_clock_inputs
set_output_delay [expr $clk_period * $clk_io_pct] -clock clk0 [all_outputs]
==> impl_metrics.env <==
# implementation run metrics
export IMPL_status="aborted with a tool error"
export IMPL_haltStage="global routing (5_1_grt)"
export IMPL_stop_error="[ERROR GRT-0232] Routing congestion too high. Check the congestion heatmap in the GUI."
export IMPL_clockRootBuffer="clkbuf_8"
export IMPL_die_w_um=89.4
export IMPL_syn_avg_cell_area_um2=7.61
export IMPL_ys_flops=16
export IMPL_place_gp_congestion=0.990
export IMPL_synth_area_mux_share_pct=1.64
export IMPL_syn_area_um2=3820
export IMPL_fp_util_pct=52.1
export IMPL_logic_family="adder cells"
export IMPL_top_cells_by_area="ha_1 (14%), fa_1 (12%), dfrtp_1 (10%)"
export IMPL_ys_cells=502
export IMPL_clock_sinks=16
export IMPL_edf_count=0
export IMPL_htree_num_levels=1
export IMPL_dp_hpwl_mm=9.12
export IMPL_die_h_um=89.4
export IMPL_postCtsHoldBufs=0
export IMPL_cts_buffers=3
export IMPL_top_area_share_pct=13.8
export IMPL_grt_max_degree=18
export IMPL_async_flop_share_pct=100
export IMPL_common_cells="nand2_1 (51), nor2_1 (51), ha_1 (42)"
export IMPL_rows=31
export IMPL_seq_area_frac_synth_pct=10.5
export IMPL_adder_share_pct=25.3
export IMPL_ios=50
export IMPL_synth_cells=502
export IMPL_synth_simple_area_share_pct=19.4
export IMPL_place_area_um2=5740
export IMPL_worstEndpointType="register input"
export IMPL_dp_slack_ns=-4.53
export IMPL_ys_sh_aoi_pct=23.1
export IMPL_cts_path_max_buffers=2
export IMPL_yosys_area_top_type="ha_1"
export IMPL_ff_type="dfrtp_1"
export IMPL_yosysWarnings=3
export IMPL_postGrtWorstEndpoint="acc_out[15]$_DFF_PP0_/D"
export IMPL_synth_cell_types=55
export IMPL_io_buffers=49
export IMPL_ys_sh_xor_pct=13.4
export IMPL_yosys_area_um2=3820
==> kinds of logic after synthesis <==
family	after synthesis
compound gates	140
xor+xnor	56
fa+ha+maj	64
buf+inv	65
flops	16
mux	6
simple gates	155
==> through the flow <==
step	cells	total power, uW	hold WS [ns]
floorplan	502	10100	0.114
global placement	784	15300	0.522
detailed placement	784	15600	0.575
CTS	821	18500	0.318
==> repair_timing <==
item	4_1_cts
pin swaps	89
setup endpoints to repair	32
resized	202
endpoints found under the hold margin	0
setup buffers	42
gates cloned	0
No activity file was given, so power comes from the tool's default toggle rates.
